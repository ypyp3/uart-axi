**./design.v**
```verilog
function [9:0] baud_cntr_limit_100m (input integer baud_rate);
case (baud_rate)
    230400  : baud_cntr_limit_100m = 10'd434 - 10'd1;
    460800  : baud_cntr_limit_100m = 10'd217 - 10'd1;
    921600  : baud_cntr_limit_100m = 10'd108 - 10'd1;
    default : baud_cntr_limit_100m = 10'd868 - 10'd1;  
endcase
endfunction : baud_cntr_limit_100m
module uart_trx #(
    parameter P_BAUD_RATE = 115200
)(
    input               clk,         
    input               rstn,        
    output              o_uart_tx,
    input               i_uart_rx,
    input               i_tx_vld,
    input   [7:0]       i_tx_dat,
    output              o_tx_busy,
    output              o_rx_vld,
    output  [7:0]       o_rx_dat,
    output              o_rx_busy,
    output              o_rx_stpbt_err
);
uart_tx #(
    .P_BAUD_RATE(P_BAUD_RATE)
) m_uart_tx(
    .clk            (clk),
    .rstn           (rstn),
    .o_uart_tx      (o_uart_tx),
    .i_vld          (i_tx_vld),
    .i_dat          (i_tx_dat),
    .o_busy         (o_tx_busy)
);
uart_rx #(
    .P_BAUD_RATE(P_BAUD_RATE)
) m_uart_rx(
    .clk            (clk),
    .rstn           (rstn),
    .i_uart_rx      (i_uart_rx),
    .o_vld          (o_rx_vld),
    .o_dat          (o_rx_dat),
    .o_busy         (o_rx_busy),
    .o_stpbt_err    (o_rx_stpbt_err)
);
endmodule : uart_trx
module uart_tx #(
    parameter P_BAUD_RATE = 115200
)(
    input               clk,     
    input               rstn,    
    output              o_uart_tx,
    input               i_vld,
    input   [7:0]       i_dat,
    output              o_busy
);
reg             tx_vld_reg;
reg [7:0]       tx_dat_reg;
always @(posedge clk) begin
    if(~rstn) begin
        tx_vld_reg <= 1'b0;
        tx_dat_reg <= 8'h00;
    end 
    else begin
        tx_vld_reg <= i_vld;
        tx_dat_reg <= i_dat;
    end
end
typedef enum logic[1:0]{
    ST_IDLE,
    ST_START_BIT,
    ST_DAT,
    ST_STOP_BIT
} ST_UART_TX;
ST_UART_TX      state_reg;
reg [2:0]       bit_cntr_reg;
reg [9:0]       phase_cntr_reg;
wire            phase_cntr_end  = phase_cntr_reg == baud_cntr_limit_100m(P_BAUD_RATE);
always @(posedge clk) begin
    if(~rstn) begin
        state_reg <= ST_IDLE;
    end 
    else begin
        case (state_reg)
            ST_START_BIT : begin
                if(phase_cntr_end) begin
                    state_reg <= ST_DAT;
                end
            end
            ST_DAT : begin
                if(phase_cntr_end&(&bit_cntr_reg)) begin
                    state_reg <= ST_STOP_BIT;
                end
            end
            ST_STOP_BIT : begin
                if(phase_cntr_end) begin
                    state_reg <= ST_IDLE;
                end
            end
            default :  begin
                if(tx_vld_reg) begin
                    state_reg <= ST_START_BIT;
                end
            end
        endcase
    end
end
always @(posedge clk) begin
    if(~rstn) begin
        phase_cntr_reg <= 10'd0;
    end
    else if(phase_cntr_end) begin
        phase_cntr_reg <= 10'd0;
    end
    else if(state_reg == ST_IDLE) begin
        phase_cntr_reg <= 10'd0;
    end
    else begin
        phase_cntr_reg <= phase_cntr_reg + 10'd1;
    end
end
always @(posedge clk) begin
    if(~rstn) begin
        bit_cntr_reg <= 3'd0;
    end
    else if( (state_reg==ST_DAT)&phase_cntr_end ) begin
        bit_cntr_reg <= bit_cntr_reg + 3'd1;
    end
end
reg [7:0]       dat_shift_reg;
always @(posedge clk) begin
    if(~rstn) begin
        dat_shift_reg <= 8'h00;
    end 
    else if( (state_reg==ST_DAT)&phase_cntr_end ) begin
        dat_shift_reg <= {1'b0, dat_shift_reg[7:1]};
    end
    else if(tx_vld_reg) begin
        dat_shift_reg <= tx_dat_reg;
    end
end
reg             uart_tx_reg;
assign  o_uart_tx = uart_tx_reg;
always @(posedge clk) begin
    if(~rstn) begin
        uart_tx_reg <= 1'b1;
    end
    else begin
        case (state_reg)
            ST_START_BIT: uart_tx_reg <= 1'b0;
            ST_DAT      : uart_tx_reg <= dat_shift_reg[0];
            default     : uart_tx_reg <= 1'b1;
        endcase
    end
end
reg             busy_reg;
assign o_busy = busy_reg;
always @(posedge clk) begin
    if(~rstn) begin
        busy_reg <= 1'b0;
    end
    else begin
        busy_reg <= ~(state_reg==ST_IDLE);
    end
end
endmodule : uart_tx
module uart_rx #(
    parameter P_BAUD_RATE = 115200
)(
    input               clk,
    input               rstn,
    input               i_uart_rx,
    output              o_vld,
    output  [7:0]       o_dat,
    output              o_busy,
    output              o_stpbt_err
);
(* ASYNC_REG = "TRUE" *)reg [2:0]   uart_rx_dff_reg;
wire uart_rx_we = uart_rx_dff_reg[2:1]==2'b10;
always @(posedge clk) begin
    if(~rstn) begin
        uart_rx_dff_reg <= 3'b000;
    end 
    else begin
        uart_rx_dff_reg <= {uart_rx_dff_reg[1:0], i_uart_rx};
    end
end
typedef enum logic[1:0]{
    ST_IDLE,
    ST_START_BIT,
    ST_DAT,
    ST_STOP_BIT
} ST_UART_RX;
ST_UART_RX      state_reg;
reg [2:0]       bit_cntr_reg;
reg [9:0]       phase_cntr_reg;
wire[9:0]       phase_limit = baud_cntr_limit_100m(P_BAUD_RATE);
wire            phase_cntr_end  = phase_cntr_reg == phase_limit;
wire            phase_cntr_half = phase_cntr_reg == {1'b0, phase_limit[9:1]};
always @(posedge clk) begin
    if(~rstn) begin
        state_reg <= ST_IDLE;
    end
    else begin
        case (state_reg)
            ST_START_BIT : begin
                if(phase_cntr_end) begin
                    state_reg <= ST_DAT;
                end
            end
            ST_DAT : begin
                if(phase_cntr_end&(&bit_cntr_reg)) begin
                    state_reg <= ST_STOP_BIT;
                end
            end
            ST_STOP_BIT : begin
                if(phase_cntr_half) begin    
                    state_reg <= ST_IDLE;
                end
            end
            default : begin                  
                if(uart_rx_we) begin
                    state_reg <= ST_START_BIT;
                end
            end
        endcase
    end
end
always @(posedge clk) begin
    if(~rstn) begin
        phase_cntr_reg <= 10'd0;
    end
    else if(phase_cntr_end) begin
        phase_cntr_reg <= 10'd0;
    end
    else if(state_reg == ST_IDLE) begin
        phase_cntr_reg <= 10'd0;
    end
    else begin
        phase_cntr_reg <= phase_cntr_reg + 10'd1;
    end
end
always @(posedge clk) begin
    if(~rstn) begin
        bit_cntr_reg <= 3'd0;
    end
    else if( (state_reg==ST_DAT)&phase_cntr_end ) begin
        bit_cntr_reg <= bit_cntr_reg + 3'd1;
    end
end
reg [7:0]       dat_shift_reg;
assign o_dat =  dat_shift_reg;
always @(posedge clk) begin
    if(~rstn) begin
        dat_shift_reg <= 8'h00;
    end 
    else if( (state_reg==ST_DAT)&phase_cntr_half ) begin
        dat_shift_reg <= {uart_rx_dff_reg[1], dat_shift_reg[7:1]};
    end
end
reg             rx_vld_reg;
assign o_vld = rx_vld_reg;
always @(posedge clk) begin
    if(~rstn) begin
        rx_vld_reg <= 1'b0;
    end
    else if( (state_reg==ST_STOP_BIT)&phase_cntr_half ) begin
        rx_vld_reg <= 1'b1;
    end
    else begin
        rx_vld_reg <= 1'b0;
    end
end
reg             rx_stpbt_err_reg;
assign o_stpbt_err = rx_stpbt_err_reg;
always @(posedge clk) begin
    if(~rstn) begin
        rx_stpbt_err_reg <= 1'b0;
    end
    else if( (state_reg==ST_STOP_BIT)&phase_cntr_half ) begin
        rx_stpbt_err_reg <= ~uart_rx_dff_reg[1];
    end
end
reg             busy_reg;
assign o_busy = busy_reg;
always @(posedge clk) begin
    if(~rstn) begin
        busy_reg <= 1'b0;
    end
    else begin
        busy_reg <= ~(state_reg==ST_IDLE);
    end
end
endmodule : uart_rx
```
**./run.sh**
```bash
#!/bin/bash
# OpenROAD 26Q1-2900-gdf79404cd8, Yosys 0.63+post, stock flow scripts
make -C /OpenROAD-flow-scripts/flow DESIGN_CONFIG=/design/flow/config.mk WORK_HOME=/design/flow/orfs finish
```
**./config.mk**
```make
export PLATFORM = sky130hd
export DESIGN_NAME = uart_trx
export DESIGN_NICKNAME = uart_trx
export VERILOG_FILES = /design/flow/design.v
export SDC_FILE = /design/flow/constraint.sdc
export NUM_CORES = 4
export LEC_CHECK = 1
export CORE_UTILIZATION = 50
export SYNTH_HDL_FRONTEND = slang
```
**./constraint.sdc**
```tcl
current_design uart_trx

set clk_period 2.6
set clk_io_pct 0.2

create_clock -name clk0 -period $clk_period [get_ports {clk}]

set non_clock_inputs [all_inputs -no_clocks]
set_input_delay [expr $clk_period * $clk_io_pct] -clock clk0 $non_clock_inputs
set_output_delay [expr $clk_period * $clk_io_pct] -clock clk0 [all_outputs]
```
==> notes.md <==
Latest figures from synthesis and place and route.

The flow ran to the end, and the final reports show no timing, DRC or antenna violations. The number of antenna violations at the first check in global routing came to 0. The number of slew-limit violations in the final report is 0.

The number of top-level design ports is 25. The routed design could run at a clock period as short as 1.818 ns. Hold-check failures listed in the final report amount to 0.

The tally of nets with antenna violations remaining after routing is 0. The area growth from synthesis to layout is 18.54%. The final wirelength is between 4000 and 5000 µm. Before any placement, the netlist area is recorded as approximately 2700 µm². The synthesis report names the predominant flop master as sky130_fd_sc_hd__dfxtp_1. The worst register-to-register path ends at m_uart_tx.phase_cntr_reg[2]. The number of gates given a new drive strength after cts is 0.

The report lists the number of standard-cell rows as 26. Summed over all failing endpoints, the final setup total negative slack is 0 ns. The maximum fanout along the worst path is 10. The initial DRC count is roughly 65. Counting instances in the post-synthesis netlist gives the leading cell types as sky130_fd_sc_hd__dfxtp_1 (67), sky130_fd_sc_hd__nand2_1 (48), sky130_fd_sc_hd__mux2i_1 (24). Per the detail_route report, the via count comes to 1930. The worst setup path is captured at a flop. The worst-case clock buffer depth is 2. Checking max transition, the worst relative margin is 0.4906. The start-to-end type of the worst setup path is reg -> reg. Summed over all instances, the cell type with the most area after synthesis is sky130_fd_sc_hd__dfxtp_1. After layout, the setup clock skew is reported as between 0.005 and 0.006 ns.

The final design instance area without fill is 3161 µm². The data required time of the worst path is 2.79 ns. The fraction of registers with async set/reset is 0. The placed cell count is 360.

The area fraction of the largest cell type after synthesis is 0.5031. Looking at the critical path, the single cell with the biggest stage delay is sky130_fd_sc_hd__o31ai_2. The most critical hold endpoint after final layout shows a slack of about 0.44 ns. The first global-routing pass estimated 7155 µm of wire.

In the routed netlist, the antenna diode instances number 0. The slack of the worst reg-to-reg path is 0.78 ns. The main area contributors are sky130_fd_sc_hd__dfxtp_1 (50%), sky130_fd_sc_hd__mux2i_1 (9.0%), sky130_fd_sc_hd__nand2_1 (6.8%), sky130_fd_sc_hd__and2_1 (3.3%), sky130_fd_sc_hd__ha_1 (3.3%). The clock latency of the later-clocked register in the worst-skew pair is approximately 0.33 ns. The share of the core area taken by cells at floorplan is 0.5220. The average cell area after synthesis is slightly below 10 µm². Entering global routing, the biggest net connects approximately 60 pins. Per the OpenROAD floorplan log, the height of the die is about 75 µm. TritonCTS built the clock tree. The area taken by sequential standard cells is reported as about 1300 µm². After detailed placement, the total cell area comes to a little under 3000 µm². The analysis attributes to cell leakage a power of between 1 and 1.5 nW.

The number of non-filler instances in the completed layout is between 300 and 400. The global-route usage over all layers is 0.1667. The post-synthesis cell count from yosys is approximately 270. The stat command in Yosys gives a chip area of about 2700 µm². The script computed a power per unit cell area of between 600 and 700 nW/µm². The number of enable-type register cells in the synthesized netlist is 0. The buffer_ports step reported a buffer count of 24. The data arrival time of the critical path is about 2.0 ns. Note, the detailed placer reported a final HPWL of 2865 µm. The share of cells above drive strength 1 is 0.08852.

The actual transition at the worst max-transition pin is about 0.76 ns. The ratio of final minimum period to clock period is 0.6991. The number of global-route vias before repair is around 1700. The maximum vdd drop is between 0.3 and 0.4 mV. The clock transition at the registers of the reported paths is around 0.060 ns. The setup fix buffers added after clock tree synthesis is 0.

The count of TritonRoute iterations in the first routing pass is 4. Looking at hold timing, the worst path starts from m_uart_rx.uart_rx_dff_reg[0]. The startpoint identified for the worst register-to-register timing path is m_uart_tx.phase_cntr_reg[3]. The total overflow left after global routing is 0. In the final routed layout, each cell accounts on average for 11.36 µm. The final-layout fill cell count is 454. The global placement routability congestion is between 0.8 and 0.9. After synthesis, the netlist uses 37 different library cells. The overall die size recorded for this design is approximately 5600 µm².

The post-synthesis register bit count is 67. The most frequently used library cell after synthesis is sky130_fd_sc_hd__dfxtp_1. The routed design shows a via density per instance of around 5.1. The DRC violation count after routing is 0. In this run, the synthesized area fraction spent on AND-OR/OR-AND gates is recorded as 0.07884. Per the synthesis report, the simple-gate share of the synthesized area is 0.2206. Per the run summary, max-cap violations total 0.

The highest clock frequency the design can meet is approximately 550 MHz. Warnings raised by the tools during the run amount to 27. The synthesis log from Yosys contains 0 warnings. The dominant kind of combinational cell is simple AND/OR/NAND/NOR gates.

In this run the standard cell core region covers between 5000 and 6000 µm². After clock tree synthesis, the flow added hold-fix buffers numbering 0. The worst hold path belongs to the class reg -> reg. The nature of the critical path startpoint is a flop. The floorplan step set the die width to between 70 and 80 µm. The xor and xnor area share after synthesis is 0.01971. The logic depth of the worst register-to-register path is 3. The critical path goes through or4b_4 -> o31ai_2 -> nor2_1. The end of the worst hold path is m_uart_rx.uart_rx_dff_reg[1].

The number of clock buffers inserted by TritonCTS is 9. The number of clock sinks came to around 67. Looking at the clock tree report, the H-tree level count equals 3.

After technology mapping, the gate count stands at approximately 270. Per the synthesis report, the adder-cell share of the synthesized area is 0.03285. Setup repair after global routing left no endpoint under its margin. The area taken by multi-input logic gates is between 1000 and 1500 µm². The post-synthesis mux area share is 0.1197.

For this run, the final setup violation count is recorded as 0. The depth of the worst hold-timing path is 1. Per the CTS log, the root buffer master is sky130_fd_sc_hd__clkbuf_8. The longest incremental delay of any stage on the critical path is reported as around 0.63 ns. Of the synthesized area, sequential elements account for 0.5031.
[worst max-delay path: cells and delay by family, from the launching register on]
kind	cells	cell delay (ns)
and+or+nand+nor	2	0.69
AOI/OAI and AO/OA	1	0.63
DFF	1	0.35
[cell families (layout without fill, tap and decap cells)]
| logic type | Yosys count | after routing |
|---|---|---|
| multiplexers | 31 | 31 |
| buffers and inverters | 17 | 49 |
| AND/OR/NAND/NOR | 114 | 114 |
| AND-OR/OR-AND | 31 | 31 |
| adder cells (fa/ha/maj) | 7 | 7 |
| XOR/XNOR | 6 | 6 |
| flip-flops | 67 | 67 |
[per-stage QoR]
step           utilization  total power [mW]  setup slack [ns]
2_1_floorplan            -             1.116            0.8793
3_3_place_gp        0.5808             1.145            0.8071
3_5_place_dp        0.5808             1.146            0.7821
4_1_cts             0.6188             1.986            0.7721
5_1_grt             0.6188             2.035            0.6499
6_report            0.6188             1.959            0.7822
[cell usage in the layout, fill, tap and decap left out, types with 2 or more instances in the layout]
master                            synthesis  layout
sky130_fd_sc_hd__mux2_2                   7       7
sky130_fd_sc_hd__o31ai_1                  5       5
sky130_fd_sc_hd__or3_1                    6       6
sky130_fd_sc_hd__o21ai_0                  6       6
sky130_fd_sc_hd__clkdlybuf4s50_1          0      23
sky130_fd_sc_hd__nand3_1                  8       8
sky130_fd_sc_hd__xor2_1                   4       4
sky130_fd_sc_hd__clkbuf_1                 8       2
sky130_fd_sc_hd__nor4bb_1                 2       2
sky130_fd_sc_hd__a21oi_1                 10      10
sky130_fd_sc_hd__mux2i_1                 24      24
sky130_fd_sc_hd__buf_4                    1       2
sky130_fd_sc_hd__xnor2_1                  2       2
sky130_fd_sc_hd__o22ai_1                  2       2
sky130_fd_sc_hd__nand2_1                 48      48
sky130_fd_sc_hd__a32o_1                   2       2
sky130_fd_sc_hd__clkbuf_8                 0      11
sky130_fd_sc_hd__inv_1                    7       7
sky130_fd_sc_hd__or4_1                    5       5
sky130_fd_sc_hd__nor3_1                   3       3
sky130_fd_sc_hd__a221o_1                  2       2
sky130_fd_sc_hd__nand2b_1                 3       3
sky130_fd_sc_hd__ha_1                     7       7
sky130_fd_sc_hd__nor2_1                  11      11
sky130_fd_sc_hd__dfxtp_1                 67      67
sky130_fd_sc_hd__and2_1                  14      14
sky130_fd_sc_hd__and3_1                   3       3
sky130_fd_sc_hd__nand4_1                  5       5
[per-layer routing]
metal | track usage | wire, µm
met5 | 0 | 0
met4 | 0.03774 | 111
met3 | 0.02714 | 113
met2 | 0.2583 | 1820
met1 | 0.2548 | 2216
[power breakdown]
part	total, mW	switching [mW]	internal (mW)	leakage, nW
Sequential	1.06	0.0110	1.05	0.544
Clock	0.837	0.348	0.489	0.0995
Combinational	0.0650	0.0290	0.0360	0.542
Total	1.96	0.388	1.57	1.19
[layout make-up]
type | count | area share
Multi-Input combinational cell | 189 | 0.3979
Tap cell | 70 | 0.02771
Inverter | 8 | 0.009501
Clock inverter | 2 | 0.01108
Sequential cell | 67 | 0.4244
Clock buffer | 13 | 0.05028
Timing Repair Buffer | 26 | 0.07918
[how the worst max path moves through the flow]
stage	slack, ns	from	cells past startpoint	to
5_1_grt	0.65	m_uart_rx.phase_cntr_reg[8]	3	m_uart_rx.o_dat[7]
6_report	0.78	m_uart_tx.phase_cntr_reg[3]	3	m_uart_tx.phase_cntr_reg[2]
4_1_cts	0.77	m_uart_tx.phase_cntr_reg[3]	3	m_uart_tx.phase_cntr_reg[2]
Power and IR drop assume default switching activity.
